### design/flow/design.v
`timescale 1ns / 1ps
module blink_timer #(parameter N = 27)(
    input logic clk,
    input logic rst,
    input [N-1:0] max_count,
    output logic en
    );
    logic [N-1:0] blink_speed;
    always_ff @(posedge(clk), posedge(rst)) begin
        if(rst)
            blink_speed <= 0;
        else
            blink_speed <= blink_speed +1;
    end
    assign en = (blink_speed==max_count) ? 1'b1: 1'b0;
endmodule
`timescale 1ns / 1ps
module blinking_led_wrapper(
    input logic clk,
    input logic rst,
    input logic [27:0] speed_sel,
    output logic [3:0] led
    );
    led_controller led_operation(
        .clk(clk),
        .rst(rst),
        .speed_sel(speed_sel),
        .led(led)
        );
endmodule
`timescale 1ns / 1ps
module led_blink (
    input logic clk,
    input logic rst,
    input logic blink_en,
    output logic led_state
    );
    always_ff @(posedge(clk), posedge(rst)) begin
        if(rst)
            led_state <= 1'b0; 
        else if(blink_en)
            led_state <= ~led_state;
    end
endmodule
`timescale 1ns / 1ps
module led_controller #(parameter N = 27)(
    input logic clk,
    input logic rst,
    input logic [N-1:0] speed_sel,
    output logic [3:0] led
    );
    logic en_slowest, en_slow, en_fast, en_fastest;
    logic final_blink_en; 
    blink_timer #(.N(N)) speed_timer(
        .clk(clk),
        .rst(rst),
        .max_count(speed_sel),
        .en(final_blink_en)
        );
    led_blink led0 (
        .clk(clk), 
        .rst(rst), 
        .blink_en(final_blink_en), 
        .led_state(led[0])
        );
    led_blink led1 (
        .clk(clk), 
        .rst(rst), 
        .blink_en(final_blink_en), 
        .led_state(led[1])
        );
    led_blink led2 (
        .clk(clk), 
        .rst(rst), 
        .blink_en(final_blink_en), 
        .led_state(led[2])
        );
    led_blink led3 (
        .clk(clk), 
        .rst(rst), 
        .blink_en(final_blink_en), 
        .led_state(led[3])
        );
endmodule
### design/flow/run.sh
#!/bin/bash
# OpenROAD 26Q1-2900-gdf79404cd8, Yosys 0.63+post, stock flow scripts
make -C /OpenROAD-flow-scripts/flow DESIGN_CONFIG=/design/flow/config.mk WORK_HOME=/design/flow/orfs finish
### design/flow/config.mk
export PLATFORM = sky130hd
export DESIGN_NAME = blinking_led_wrapper
export DESIGN_NICKNAME = blinking_led_wrapper
export VERILOG_FILES = /design/flow/design.v
export SDC_FILE = /design/flow/constraint.sdc
export NUM_CORES = 4
export LEC_CHECK = 1
export CORE_AREA = 10 10 109 109
export DIE_AREA = 0 0 119 119
export SYNTH_HDL_FRONTEND = slang
### design/flow/constraint.sdc
current_design blinking_led_wrapper

set clk_period 5.9
set clk_io_pct 0.2

create_clock -name clk0 -period $clk_period [get_ports {clk}]

set non_clock_inputs [all_inputs -no_clocks]
set_input_delay [expr $clk_period * $clk_io_pct] -clock clk0 $non_clock_inputs
set_output_delay [expr $clk_period * $clk_io_pct] -clock clk0 [all_outputs]
==> impl_metrics.env <==
# source this file to load flow results
export IMPL_status="finished clean"
export IMPL_edf_count=0
export IMPL_slew_headroom_pct=68.8
export IMPL_synth_warnings=0
export IMPL_synthCells=152
export IMPL_cts_tree="yes"
export IMPL_ys_flops=31
export IMPL_start_kind="primary input"
export IMPL_pwr_share_comb_pct=8.7
export IMPL_cts_clk_slew_worst_paths_ns=0.06
export IMPL_cts_setup_buffers=0
export IMPL_synth_top_cells_by_count="xnor2_1 (37), dfrtp_1 (31), xor2_1 (19)"
export IMPL_drtAntennaViolNets=0
export IMPL_rows=36
export IMPL_hold_ws_ns=0.467
export IMPL_clock_latency_ns=0.28
export IMPL_fmax_mhz=384
export IMPL_route_detailed_drc=0
export IMPL_critPathMostFrequentCell="xnor2_1"
export IMPL_power_density_nw_per_um2=182
export IMPL_ff_type="dfrtp_1"
export IMPL_gr_total_overflow=0
export IMPL_syn_area_um2=1690
export IMPL_clk_root_buffer_cell="clkbuf_8"
export IMPL_pwr_share_seq_pct=52.7
export IMPL_drive_above_1_share_pct=8.60
export IMPL_coreArea_um2=9640
export IMPL_cts_resized=0
export IMPL_drt_wl_total_um=3790
export IMPL_fp_util_pct=17.5
export IMPL_grt_util_all_layers_pct=5.44
export IMPL_hold_buffers=0
export IMPL_clock_tree_htree_level_count=2
export IMPL_worstHoldPathType="register to register"
export IMPL_via_per_inst=3.52
export IMPL_yosys_top_cells_area="dfrtp_1 (46%), xnor2_1 (19%), xor2_1 (9.8%), nand4_1 (4.4%), nand3_1 (2.7%)"
export IMPL_hold_violations=0
export IMPL_diodes=0
export IMPL_slowest_stage="clkdlybuf4s50_1"
export IMPL_most_common_cell="xnor2_1"
export IMPL_ir_worst_vdd_v=0.0000731
export IMPL_slowest_delay_ns=0.48
export IMPL_ys_cells=152
export IMPL_required_ns=6.06
export IMPL_syn2layout_area_growth_pct=31.1
export IMPL_fin_crit_ns=2.60
export IMPL_dr_pass1_iters=3
export IMPL_end_kind="register"
export IMPL_drt_iter0_markers=27
export IMPL_clock_sinks=31
export IMPL_top_area_cell="dfrtp_1"
export IMPL_grt_pass1_vias=1170
export IMPL_numPortBuffers=32
export IMPL_fin_worst_skew_ns=0.00677
export IMPL_netSwitchingFraction_pct=21.4
export IMPL_avgRoutedWirePerCell_um=11.9
export IMPL_dieWidth_um=119
export IMPL_cp_arrival_ns=2.77
export IMPL_p_leak_nw=0.905
export IMPL_worst_pin_slew_ns=0.465
export IMPL_routabilityCongestion=0.807
export IMPL_p_int_w=0.000317
export IMPL_ys_seq_share_pct=45.9
export IMPL_timing_final_crit_share_pct=44.1
export IMPL_tns_ns=0
export IMPL_yosys_area_um2=1690
export IMPL_finalSetupViolCount=0
export IMPL_clkPwrFrac_pct=38.6
export IMPL_rsz0062_at_grt="no"
export IMPL_slew_viol_final=0
export IMPL_p_sw_w=0.0000863
export IMPL_die_y_um=119
export IMPL_path_class="primary input to register"
export IMPL_die_area_um2=14200
export IMPL_crit_chain="clkdlybuf4s50_1, xnor2_1, nand4_1, nor4_2, nand4_2, xnor2_1"
export IMPL_synthArstFlopShare_pct=100
export IMPL_fin_util_pct=23.0
export IMPL_synth_cell_types=26
export IMPL_cts_buffers=5
export IMPL_crit_fanout=4
export IMPL_cp_top_family="simple AND/OR/NAND/NOR gates"
export IMPL_grt_max_degree=32
export IMPL_power_w=0.000404
export IMPL_avgSynthCellArea_um2=11.1
export IMPL_dp_hpwl_um=3040
export IMPL_grt_first_pass_wirelength_um=6220
export IMPL_antenna_found_initial=0
export IMPL_drv_cap=0
export IMPL_routed_via_count=1123
export IMPL_clockBufferDepth=2
export IMPL_top_area_share_pct=45.9
export IMPL_warnings=26
export IMPL_cp_buffers_inverters=1
export IMPL_io_pins=34
-- logic make-up after synthesis --
logic type	after synthesis	share of synthesized area, %
xor+xnor	56	29.0
fa+ha+maj	1	0.740
buf+inv	11	3.85
flops	31	45.9
simple gates	53	20.6
-- layer usage --
metal,GRT usage (%),vias to the layer above,wire length [um]
met2,8.33,25,1720
li1,-,571,-
met4,0.916,0,54
met5,0,-,0
met3,2.30,2,265
met1,7.14,525,1750
-- cell usage in the layout (no fill, tap or decap), types with 4 or more instances in the layout --
master           instances
nor2_1                   9
nand2_1                  7
xnor2_1                 37
dfrtp_1                 31
inv_1                    4
clkdlybuf4s50_1         32
clkbuf_8                 5
nand4_1                 12
xor2_1                  19
nand3_1                  9
-- sequential cells by signal (all words and copies together) (netlist names) --
signal and count:
led_operation.led0.led_state 1, led_operation.led2.led_state 1, led_operation.led3.led_state 1, led_operation.led1.led_state 1
led_operation.speed_timer.blink_speed 27
-- worst register-to-register path: cells and delay by family, from the launching register on --
kind                      cells  cell delay [ns]
xor gates and xnor gates      2             0.43
DFF                           1             0.46
and+or+nand+nor               3             0.78
-- worst paths after layout --
check / startpoint / to / depth (start not counted) / slack, ns
max: speed_sel[23] / led_operation.led3.led_state$_DFFE_PP0N_ / 6 / 3.30
min: led_operation.led0.led_state$_DFFE_PP0N_ / led_operation.led0.led_state$_DFFE_PP0N_ / 1 / 0.47
max reg2reg: led_operation.speed_timer.blink_speed[11]$_DFF_PP0_ / led_operation.led3.led_state$_DFFE_PP0N_ / 5 / 4.11
min reg2reg: led_operation.led0.led_state$_DFFE_PP0N_ / led_operation.led0.led_state$_DFFE_PP0N_ / 1 / 0.47
max in group asynchronous: rst / led_operation.speed_timer.blink_speed[20]$_DFF_PP0_ / 3 / 4.32
min in group asynchronous: rst / led_operation.speed_timer.blink_speed[16]$_DFF_PP0_ / 3 / 1.29
-- power groups by stage --
| stage | clock (W) | combinational, W | sequential, W |
|---|---|---|---|
| 5_1_grt | 0.000175 | 0.0000384 | 0.000212 |
| 4_1_cts | 0.000161 | 0.0000363 | 0.000213 |
| 6_report | 0.000156 | 0.0000351 | 0.000213 |
-- through the flow --
stage               area, um^2  std cells  worst slack [ns]
global route              2220        319              3.13
CTS                       2220        319              3.27
detailed placement        2140        311              2.98
finish                    2220        319              3.30
global placement          2140        311              2.99
floorplan                 1690        152              3.73
-- cell type report --
cell class              count  area (um^2)
clock buffers               7         76.3
repair buffers             33          328
fillers                  1052         7420
inverters                   4         15.0
flip-flops and latches     31          776
well taps                 133          166
multi-input cells         110          851
clock inverters             1         5.00
Power and IR drop assume default switching activity.
